$ cat design/flow/run.sh
#!/bin/bash
# OpenROAD 26Q1-2900-gdf79404cd8, Yosys 0.63+post, stock flow scripts
make -C /OpenROAD-flow-scripts/flow DESIGN_CONFIG=/design/flow/config.mk WORK_HOME=/design/flow/orfs finish
$ cat design/flow/config.mk
export PLATFORM = sky130hd
export DESIGN_NAME = RegisterFile
export DESIGN_NICKNAME = RegisterFile
export VERILOG_FILES = /design/flow/design.v
export SDC_FILE = /design/flow/constraint.sdc
export NUM_CORES = 4
export LEC_CHECK = 1
export CORE_UTILIZATION = 50
$ cat design/flow/constraint.sdc
current_design RegisterFile

set clk_period 9.5
set clk_io_pct 0.2

create_clock -name clk0 -period $clk_period [get_ports {clock}]

set non_clock_inputs [all_inputs -no_clocks]
set_input_delay [expr $clk_period * $clk_io_pct] -clock clk0 $non_clock_inputs
set_output_delay [expr $clk_period * $clk_io_pct] -clock clk0 [all_outputs]
$ cat design/flow/design.v
module RegisterFile(write, wdata, rs, rt, rd, clock, rsdata, rtdata);
input write, clock;
input [5:0]rs, rt, rd;
input [31:0]wdata;
output reg [31:0]rsdata, rtdata;
reg [31:0] block [63:0];
always @(posedge clock) begin
    rsdata <= block[rs];
    rtdata <= block[rt];
    if(write == 1)
        block[rd] <= wdata;
end
initial begin
    block[0] = 0;
    block[1] = 1;
    block[2] = 8;
    rsdata = 0;
    rtdata = 0;
end
endmodule
==> run notes <==
Implementation results.

The prevailing post-synth register cell is edfxtp_1. In this run the tool buffered the top-level ports with ~120 buffer cells. Measured along the x axis, the die boundary spans ~440 µm.

The element type at the critical path end is a flop. Setup repair after global routing left no endpoint under its margin. STA reports the tightest min-delay check as being of type flop to flop. The share of synthesized area spent on multiplexers is 0.290. The number of fillers in the final layout is 13700. The critical path is of the input port to flop type.

The share of the synthesized netlist area taken by xor and xnor gates is 0. The power per standard cell area is approximately 190 nW/µm². The floorplan step records an initial core utilization of 0.503. Sorting the Yosys area breakdown by cell type puts at the top edfxtp_1. The number of synthesis warnings is 1.

The start point of the critical path is rs[0]. The total of flip-flops plus latches after synthesis is ~2100. The run finished with clean final reports. The violation count after the first detailed-route iteration is approximately 3200.

The CTS sink count is about 2100. The routability congestion estimate from global placement is around 0.89. Per the TritonCTS log, the buffer count is 219. The data arrival time of the critical path is 5.79 ns. In this run the core area contains 160 standard-cell rows.

Entering global routing, the biggest net connects 84 pins. The total routed wirelength is slightly below 300 mm. The max-slew headroom at the worst pin is 0.203. STA classifies the critical path startpoint as an input port. For the pin with the worst max-slew slack, the measured transition is between 1 and 1.5 ns. Per the synthesis report, the simple-gate share of the synthesized area is 0.0113.

Per the detailed placement report, the placed cell area equals about 100000 µm². Dividing the final minimum period by the clock period gives 0.535. Per the CTS log, the root buffer master is clkbuf_16. The final critical-path required period is a little over 5 ns. CTS built an H-tree with a depth of 4. The standby leakage power is approximately 0.034 µW. The sum of negative setup slack is 0 ns.

During I/O placement, the number of pins put on the boundary was between 100 and 150. The cell count listed in synth_stat.txt is around 4400. The netlist uses 38 different library cells. After synthesis, the cell types taking the most area are edfxtp_1 64%, mux4_2 26%, mux2i_1 2.1%, dfxtp_1 1.3%, a22oi_1 0.67%.

The number of detailed-routing iterations run before antenna repair is 8. The compound-gate portion of the synthesized area is 0.0239. The initial antenna violation count was 6. The reg-to-reg critical path startpoint is block[63][30]. The final timing report lists clock skew as 0.0372 ns. The post-synth tally of flip-flops with integrated enable is 2048.

In this run the maximum-capacitance check reported violations numbering 0. Measured along the y axis, the die boundary spans approximately 440 µm. The final instance area is between 100000 and 150000 µm². The residual antenna-violating net count after detailed routing is 0. The global-route usage over all layers is 0.358. The routed length per placed instance is 40.5 µm. Measured on the finished design, the core utilization comes to 0.566.

The first-pass GRT wire length is ~420 mm. The worst-skew pair later-pin latency is slightly below 0.9 ns. For this run, the detailed router reports a per-instance via density of 6.84. The worst hold path begins at block[38][20]. For this run, the final setup violation count is recorded as 0.

For this design, the CTS-stage hold fixing added 0 buffers. The total overflow reported by the global router is 0. The number of instances resized during post-cts repair is 0. The number of global-route vias before repair was 56500. The completed layout was analyzed and its total power is 20600 µW. After clock tree synthesis, the clock-pin slew on the worst setup and hold paths is 0.06 ns. The die footprint is approximately 190000 µm². The final HPWL from detailed placement is 176 mm. Among the non-sequential cells, multiplexers take the most area. In this run the deepest clock path goes through 3 buffers. The share of synthesized area in the top cell type comes to 0.643. The remaining routing DRC violations is 0. The worst-path maximum fanout is roughly 51.

The fraction of the yosys area taken by sequential cells is 0.656. The largest vdd supply drop is roughly 0.00021 V. For reference, the final report shows the hold violation count at 0. The number of max-slew violations in the final report is 0.

Yosys reports that the most numerous cell types are 2048 x edfxtp_1, 1124 x mux4_2, 204 x mux2i_1, 135 x clkbuf_1, 121 x buf_2. The data required time of the critical path is ~10 ns. In this run, the synthesized area fraction spent on adder and majority cells is recorded as 0. Synthesis produced a netlist whose cell count is approximately 4400.

According to the Yosys statistics, the synthesized design has a chip area of roughly 96000 µm². The layout-stage area growth over the synthesis result is 12.5%. The most instantiated library cell after synthesis is edfxtp_1. Derived from the worst setup path, the maximum achievable clock frequency is ~200 MHz.

The final route contains ~50000 vias. After clock tree synthesis, the setup repair step added 0 buffers. The share of flip-flops with an asynchronous set or reset after synthesis is 0. The share of final-layout standard cells stronger than drive strength 1 is 0.381. The standard cell core area is between 150000 and 200000 µm².

Per the post-synthesis stats, the area per cell is between 20 and 25 µm². The number of OpenROAD warnings is 26. TritonCTS built the clock tree. The summed instance area of the synthesized netlist is 95700 µm².
==> logic make-up (layout without fill, tap and decap cells) <==
kind of cell / after synthesis / count (layout)
DFF: 2112 / 2112
muxes: 1364 / 1364
buffers and inverters: 348 / 777
AOI/OAI and AO/OA: 340 / 340
and+or+nand+nor: 248 / 248
other: 0 / 3
==> metal layers <==
layer	GRT usage	routed length [µm]
met5	0.0449	1190
met4	0.0824	9430
met3	0.330	64700
met2	0.484	137000
met1	0.437	85600
==> critical path, stage by stage <==
cell	delay [ns]
buf_8	0.48
buf_4	0.62
buf_4	0.52
buf_4	0.51
mux4_2	0.57
mux2i_1	0.16
mux2i_1	0.18
nor2_1	0.54
o22ai_1	0.17
==> report_power, final <==
group          switching, µW  total, µW  internal [µW]
logic                    972       1690            716
clock network           3570       8490           4910
registers               69.9      10400          10300
total                   4620      20600          15900
==> sequential cells by signal, indices dropped and copies added (netlist names) <==
| name | flops |
|---|---|
| rsdata | 32 |
| block | 2048 |
| rtdata | 32 |
==> area by class of cell <==
| cell class | instances | area (µm²) | area share |
|---|---|---|---|
| Clock buffer | 295 | 6030 | 0.0560 |
| Inverter | 1 | 3.75 | 0.0000349 |
| Multi-Input combinational cell | 1952 | 31700 | 0.294 |
| Clock inverter | 117 | 1060 | 0.00985 |
| Tap cell | 2511 | 3140 | 0.0292 |
| Antenna cell | 3 | 7.51 | 0.0000697 |
| Sequential cell | 2112 | 62800 | 0.583 |
| Timing Repair Buffer | 364 | 2970 | 0.0276 |
==> cell usage in the layout (no fill, tap or decap), drive strengths merged, types with 2 or more instances in the layout <==
master | netlist | routed
a211oi | 15 | 15
a21oi | 58 | 58
a221oi | 13 | 13
a22oi | 85 | 85
a32oi | 9 | 9
and2 | 6 | 6
buf | 212 | 292
bufinv | 0 | 18
clkbuf | 135 | 295
clkdlybuf4s50 | 0 | 72
clkinv | 0 | 83
clkinvlp | 0 | 11
dfxtp | 64 | 64
diode | 0 | 3
edfxtp | 2048 | 2048
inv | 1 | 6
mux2 | 36 | 36
mux2i | 204 | 204
mux4 | 1124 | 1124
nand2 | 93 | 93
nand2b | 8 | 8
nand3 | 9 | 9
nand3b | 6 | 6
nand4 | 2 | 2
nor2 | 94 | 94
nor2b | 19 | 19
nor3 | 3 | 3
o211ai | 27 | 27
o21ai | 49 | 49
o221ai | 16 | 16
o22ai | 56 | 56
o32a | 9 | 9
or2 | 3 | 3
or3 | 2 | 2
or3b | 2 | 2
==> path summary, 6_finish.rpt <==
| path | to | slack [ns] | depth (start not counted) |
|---|---|---|---|
| worst min register to register | rsdata[20] | 0.87 | 4 |
| worst max register to register | rtdata[30] | 6.89 | 4 |
| worst max-delay path | rsdata[4] | 4.42 | 9 |
| worst min-delay path | rsdata[20] | 0.87 | 4 |
==> per-stage QoR <==
stage / std cells / worst slack, ns / hold slack (ns)
after floorplan: 4412 / 4.41 / 0.780
after global placement: 6940 / 3.56 / 0.838
after detailed placement: 6940 / 3.56 / 0.851
after CTS: 7352 / 4.50 / 0.876
after global routing: 7352 / 4.13 / 0.926
final: 7355 / 4.42 / 0.866
Power is estimated from default activity; no workload was simulated.
