==> /design/flow/run.sh <==
#!/bin/bash
# OpenROAD 26Q1-2900-gdf79404cd8, Yosys 0.63+post, stock flow scripts
make -C /OpenROAD-flow-scripts/flow DESIGN_CONFIG=/design/flow/config.mk WORK_HOME=/design/flow/orfs finish
==> /design/flow/config.mk <==
export PLATFORM = sky130hd
export DESIGN_NAME = EXWBbuff
export DESIGN_NICKNAME = EXWBbuff
export VERILOG_FILES = /design/flow/design.v
export SDC_FILE = /design/flow/constraint.sdc
export NUM_CORES = 4
export LEC_CHECK = 1
export CORE_UTILIZATION = 50
==> /design/flow/constraint.sdc <==
current_design EXWBbuff

set clk_period 1.0
set clk_io_pct 0.2

create_clock -name clk0 -period $clk_period [get_ports {clock}]

set non_clock_inputs [all_inputs -no_clocks]
set_input_delay [expr $clk_period * $clk_io_pct] -clock clk0 $non_clock_inputs
set_output_delay [expr $clk_period * $clk_io_pct] -clock clk0 [all_outputs]
==> /design/flow/design.v <==
module EXWBbuff(clock, iDMEM, iALU, iRd, iI, iWB, iN, iZ, 
oDMEM, oALU, oRd, oI, oWB, oN, oZ);
input clock;
input [31:0]iDMEM, iALU, iI;
input [5:0]iRd;
input [6:0]iWB;
input iN, iZ;
reg [31:0]DMEM, ALU, I;
reg [5:0]Rd;
reg [6:0]WB;
reg N, Z;
output reg [31:0]oDMEM, oALU, oI;
output reg [5:0]oRd;
output reg [6:0]oWB;
output reg oN, oZ;
always @(posedge clock) begin
	oDMEM <= DMEM;
	oALU <= ALU;
	oI <= I;
	oRd <= Rd;
	oWB <= WB;
	oN <= N;
	oZ <= Z;
	DMEM <= iDMEM;
	ALU <= iALU;
	I <= iI;
	Rd <= iRd;
	WB <= iWB;
	N <= iN;
	Z <= iZ;
end
initial begin
    oDMEM = 0;
	oALU = 0;
	oI = 0;
	oRd = 0;
	oWB = 0;
	oN = 0;
	oZ = 0;
end
endmodule
==> impl_metrics.env <==
# yosys + openroad results
export IMPL_yosysTopAreaCellShare_pct=100
export IMPL_largest_area_cell="dfxtp_1"
export IMPL_die_height_um=96.3
export IMPL_dp_hpwl_um=6490
export IMPL_ys_chip_area_um2=4440
export IMPL_io_pins=223
export IMPL_synth_seq_share_pct=100
export IMPL_cts_root_buf="clkbuf_8"
export IMPL_initial_core_util_pct=51.2
export IMPL_ys_flops=222
export IMPL_netlist_instances=222
export IMPL_cts_buffers=20
export IMPL_ys_cells=222
export IMPL_cts_sinks=222
export IMPL_cts_buffer_depth=3
export IMPL_topCellsByArea="dfxtp_1 (100%)"
export IMPL_synth_cell_types=1
export IMPL_netlist_area_um2=4440
export IMPL_placementRows=34
export IMPL_portBuffers=222
export IMPL_finalWeightedCongestion=0.801
export IMPL_die_w_um=96.3
export IMPL_placed_cell_area_um2=6800
export IMPL_status="stopped before the end"
export IMPL_tool_error="[ERROR DPL-0036] Detailed placement failed."
export IMPL_htreeDepth=1
export IMPL_syn_area_per_cell_um2=20.0
export IMPL_haltStage="4_1_cts"
export IMPL_yosys_warnings=1
synth_stat cells:
cell and instances:
dfxtp_1 222
logic make-up after synthesis:
kind of cell	Yosys count	synth area share (%)
flip-flops	222	100
metrics by stage:
stage | util [%] | power, mW | instances | setup WS, ns
3_5_place_dp | 78.4 | 10.5 | 552 | -0.0417
2_1_floorplan | - | 9.54 | 222 | 0.538
3_3_place_gp | 78.4 | 10.4 | 552 | -0.00806
No activity file was given, so power comes from the tool's default toggle rates.
