**design/flow/run.sh**
```bash
#!/bin/bash
# OpenROAD 26Q1-2900-gdf79404cd8, Yosys 0.63+post, stock flow scripts
make -C /OpenROAD-flow-scripts/flow DESIGN_CONFIG=/design/flow/config.mk WORK_HOME=/design/flow/orfs finish
```
**design/flow/config.mk**
```make
export PLATFORM = sky130hd
export DESIGN_NAME = IDEXbuff
export DESIGN_NICKNAME = IDEXbuff
export VERILOG_FILES = /design/flow/design.v
export SDC_FILE = /design/flow/constraint.sdc
export NUM_CORES = 4
export LEC_CHECK = 1
export CORE_UTILIZATION = 40
```
**design/flow/constraint.sdc**
```tcl
current_design IDEXbuff

set clk_period 1.0
set clk_io_pct 0.2

create_clock -name clk0 -period $clk_period [get_ports {clock}]

set non_clock_inputs [all_inputs -no_clocks]
set_input_delay [expr $clk_period * $clk_io_pct] -clock clk0 $non_clock_inputs
set_output_delay [expr $clk_period * $clk_io_pct] -clock clk0 [all_outputs]
```
**design/flow/design.v**
```verilog
module IDEXbuff(clock, iEX, iMEM, iRD1, iRD2, iRd, iI,
oEX, oMEM, oRD1, oRD2, oRd, oI);
input clock;
input [3:0]iEX;
input [6:0]iMEM;
input [31:0]iRD1, iRD2;
input [5:0]iRd;
input [31:0]iI;
reg [3:0]EX;
reg [6:0]MEM;
reg [31:0]RD1, RD2;
reg [5:0]Rd;
reg [31:0]I;
output reg [3:0]oEX;
output reg [6:0]oMEM;
output reg [31:0]oRD1, oRD2;
output reg [4:0]oRd;
output reg [15:0]oI;
always @(posedge clock) begin
    oEX <= EX;
    oMEM <= MEM;
    oRD1 <= RD1;
    oRD2 <= RD2;
    oRd <= Rd;
    oI <= I;
    EX <= iEX;
    MEM <= iMEM;
    RD1 <= iRD1;
    RD2 <= iRD2;
    Rd <= iRd;
    I <= iI;
end
initial begin
    oEX = 0;
    oMEM = 0;
    oRD1 = 0;
    oRD2 = 0;
    oRd = 0;
    oI = 0;
end
endmodule
```
==> impl_metrics.py <==
# Generated from Yosys and OpenROAD reports
metrics = {
    "layout": {
        "finish.utilization_pct": 64.8,
        "logic_gates": 0,
        "fillers": 732,
        "syn2layout_area_growth_pct": 56.6,
        "comb_area_um2": 0,
        "seq_area_mm2": 0.00386,
        "layout-drive-gt1-share_pct": 33.2,
    },
    "synthesis": {
        "yosysSeqAreaShare_pct": 100,
        "yosysWarnings": 1,
        "yosysChipArea_mm2": 0.00384,
        "yosys-top-cells-area": "dfxtp_1 100%",
        "yosysTopAreaCell": "dfxtp_1",
        "synth_stat.cells": 192,
        "syn_inst": 192,
        "ys_seq_elements": 192,
        "top_cell_area_share_pct": 100,
        "ys_async_sr_fraction_pct": 0,
        "most_common_cell": "dfxtp_1",
        "yosys-top-cells-count": "192 x dfxtp_1",
        "synthFlopType": "dfxtp_1",
        "syn_avg_cell_area_um2": 20.0,
        "synth_cell_type_count": 1,
        "netlist_area_mm2": 0.00384,
        "edf_count": 0,
    },
    "cts": {
        "postCtsHoldBufs": 0,
        "clockBufferDepth": 2,
        "clock.latency.late_pin_ps": 500,
        "clockRootBuffer": "clkbuf_8",
        "cts_buffers": 17,
        "tritoncts": "done",
        "path_clk_slew_ps": 70,
        "post_cts_buffers": 0,
        "cts.sinks": 192,
        "htree_levels": 4,
    },
    "detailed_routing": {
        "totalWireLength_um": 6350,
        "post-route-drc-count": 0,
        "ant_nets": 0,
        "wl_per_cell_um": 11.6,
        "vias": 2035,
        "drt_iter0_drc": 8,
        "drt-pass1-iter-count": 4,
        "n_antenna_cell": 0,
        "drt-vias-per-instance": 3.73,
    },
    "global_routing": {
        "grt_max_degree": 19,
        "grt_pass1_vias": 1947,
        "antenna_found_initial": 0,
        "grt_pass1_wl_um": 9630,
        "overflow": 0,
        "track_usage_pct": 13.3,
    },
    "pwr": {
        "power.net_switching_w": 0.00298,
        "leakagePower_nw": 2.65,
        "seqPwrFrac_pct": 55.3,
        "combPwrFrac_pct": 3.6,
        "p_int_w": 0.0117,
        "swShare_pct": 20.3,
        "p_total_w": 0.0147,
        "powerDensity_mw_per_mm2": 2450,
        "vdd_drop_max_uv": 1460,
        "power_frac_clock_pct": 41.2,
    },
    "setup_path": {
        "endpoint_kind": "output pin",
        "critPathTopFamily": "flip-flops",
        "cp.arrival_ps": 930,
        "worstPathMaxFanout": 1,
        "r2r-start": "RD1[1]",
        "worstSetupStartpoint": "oRD1[29]",
        "cp_slowest_cell": "dfxtp_2",
        "cp_slowest_stage_delay_ps": 320,
        "crit_buf_inv": 1,
        "r2r_cells": 0,
        "crit_type": "register to output pin",
        "critPathLaunchType": "register",
        "r2r-end": "oRD1[1]",
        "path_depth": 1,
        "rrSetupSlack_ps": 590,
        "crit_chain": "buf_2",
        "cp.required_ps": 800,
    },
    "timing": {
        "fmax_mhz": 886,
        "slew_viol_final": 0,
        "setup_viol_count_final": 96,
        "hold_ws_ps": 132,
        "rsz0062_at_grt": "true",
        "finalCritPeriodShare_pct": 113,
        "finalClockSkew_ps": 5.62,
        "worst_slack_ps": -129,
        "period_needed_ps": 1130,
        "worst_pin_slew_ps": 268,
        "max-slew-margin-rel_pct": 82.1,
        "hold_viol": 0,
    },
    "die": {
        "ios": 210,
        "num_rows": 35,
        "core_mm2": 0.00928,
        "die_w_um": 100,
        "chipArea_mm2": 0.0100,
        "floorplan.core_util_pct": 41.4,
        "fp.dieH_um": 100,
    },
    "hold_path": {
        "hp-class": "primary input to register",
        "worst_hold_path.endpoint": "I[13]",
        "hold_depth": 1,
        "hold_start": "iI[13]",
    },
    "place": {
        "place_congestion": 0.708,
        "dp_slack_ps": 22.9,
        "port_buffers": 192,
    },
    "outcome": {
        "status": "complete, but fails checks",
        "violations": "setup timing",
    },
    "job": {
        "warnings": 44,
        "cap_violations": 0,
    },
}
[layout make-up]
type,count,share of cell area (%)
clock buffers,19,7.17
clock inverters,13,2.02
flip-flops and latches,192,64.1
well taps,129,2.68
repair buffers,192,24.0
[flip-flops by register name, indices dropped and copies added (netlist names)]
signal	count
EX	4
I	16
MEM	7
RD1	32
RD2	32
Rd	5
oEX	4
oI	16
oMEM	7
oRD1	32
oRD2	32
oRd	5
[layout by cell type, fill, tap and decap left out]
master,Yosys,routed
dfxtp_1,192,181
clkdlybuf4s50_1,0,96
buf_2,0,95
clkbuf_16,0,16
dfxtp_2,0,11
inv_8,0,5
clkinv_4,0,4
clkbuf_8,0,2
inv_6,0,2
clkbuf_1,0,1
clkinvlp_4,0,1
clkinv_2,0,1
buf_6,0,1
[routing by layer]
metal | up-vias | global-route usage [%] | share of wire (%)
met3 | 5 | 7.29 | 14
met5 | - | 0 | 0
li1 | 1019 | - | -
met4 | 0 | 1.67 | 0.93
met2 | 117 | 20.2 | 46
met1 | 894 | 18.0 | 39
[power groups by stage]
stage                 combinational [W]  sequential, W  clock (W)
after CTS                      0.000535        0.00814    0.00624
final                          0.000526        0.00814    0.00606
after global routing           0.000576        0.00817    0.00655
[through the flow]
| step | instances | area [µm²] | TNS [ps] |
|---|---|---|---|
| finish | 545 | 6020 | -9550 |
| global route | 545 | 6020 | -14600 |
| CTS | 545 | 6010 | -12610 |
| detailed placement | 513 | 5930 | 0 |
| global placement | 513 | 5930 | 0 |
| floorplan | 192 | 3840 | 0 |
[cells by family (layout without fill, tap and decap cells)]
kind of cell	Yosys count	after routing	synth area share (%)
buffers and inverters	0	224	0
flip-flops	192	192	100
[how the worst max path moves through the flow]
stage,to,slack (ps)
CTS,oRD1[29],-170
global route,oI[5],-180
finish,oRD1[29],-130
[repair_timing]
item / in CTS / in global routing
setup endpoints to repair: 96 / 96
gates resized: 299 / 6
endpoints found under the hold margin: 0 / 0
cloned: 0 / 0
Power is estimated from default activity; no workload was simulated.
